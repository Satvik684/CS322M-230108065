--- flow/design.v ---
module vending_mealy(
    input  wire       clk,
    input  wire       rst,       
    input  wire [1:0] coin,      
    output reg        dispense,  
    output reg        chg5      
);
    localparam S0  = 2'd0; 
    localparam S5  = 2'd1; 
    localparam S10 = 2'd2; 
    localparam S15 = 2'd3;
    reg [1:0] state, next_state;
    wire coin5  = (coin == 2'b01);
    wire coin10 = (coin == 2'b10);
    wire idle   = (coin == 2'b00);
    always @(*) begin
        dispense   = 1'b0;
        chg5       = 1'b0;
        next_state = state;
        case (state)
            S0: begin
                if (coin5)       next_state = S5;
                else if (coin10) next_state = S10;
                else             next_state = S0; 
            end
            S5: begin
                if (coin5)       next_state = S10;
                else if (coin10) next_state = S15;
                else             next_state = S5;
            end
            S10: begin
                if (coin10) begin
                    dispense   = 1'b1; 
                    next_state = S0;
                end else if (coin5) begin
                    next_state = S15;
                end else begin
                    next_state = S10;
                end
            end
            S15: begin
                if (coin5) begin
                    dispense   = 1'b1;
                    next_state = S0;
                end else if (coin10) begin
                    dispense   = 1'b1;
                    chg5       = 1'b1;
                    next_state = S0;
                end else begin
                    next_state = S15;
                end
            end
            default: next_state = S0;
        endcase
    end
    always @(posedge clk) begin
        if (rst) begin
            state <= S0;
        end else begin
            state <= next_state;
        end
    end
endmodule
--- flow/run.sh ---
#!/bin/bash
# OpenROAD 26Q1-2900-gdf79404cd8, Yosys 0.63+post, stock flow scripts
make -C /OpenROAD-flow-scripts/flow DESIGN_CONFIG=/design/flow/config.mk WORK_HOME=/design/flow/orfs finish
--- flow/config.mk ---
export PLATFORM = sky130hd
export DESIGN_NAME = vending_mealy
export DESIGN_NICKNAME = vending_mealy
export VERILOG_FILES = /design/flow/design.v
export SDC_FILE = /design/flow/constraint.sdc
export NUM_CORES = 4
export LEC_CHECK = 1
export CORE_AREA = 10 10 70 70
export DIE_AREA = 0 0 80 80
--- flow/constraint.sdc ---
current_design vending_mealy

set clk_period 1.3
set clk_io_pct 0.2

create_clock -name clk0 -period $clk_period [get_ports {clk}]

set non_clock_inputs [all_inputs -no_clocks]
set_input_delay [expr $clk_period * $clk_io_pct] -clock clk0 $non_clock_inputs
set_output_delay [expr $clk_period * $clk_io_pct] -clock clk0 [all_outputs]
==> impl_metrics.csv <==
group,metric,value,unit
global_routing,use_met2,2.57,%
worst_setup_path,rrSetupSlack,270,ps
final_timing,finalHoldViolations,0,
pwr,p_leak,0.000192,uW
synth,ys_area,229,um2
final_timing,timing.slew.headroom,80.7,%
placed_design,dpl_cell_area,374,um2
worst_setup_path,cp_data_required_time,1450,ps
layout,drive_gt1_share,61.4,%
clock_network,clk_pin_slew,40,ps
pwr,clkPwrFrac,39.5,%
clock_network,htree_levels,1,
floorplanning,num_rows,21,
layout,top_register,"state",
drt,drt-total-wl,666,um
worst_setup_path,slowest_delay,200,ps
final_timing,skew,1.08,ps
synth,netlist_area,229,um2
placed_design,placed_cells,82,
worst_setup_path,r2r-end,"state[3]$_DFF_P_",
synth,postSynthCellCount,26,
placed_design,place_congestion,0.792,
worst_setup_path,path_cells,"buf_2, inv_2, buf_4, buf_4, buf_4, buf_4, ha_4, inv_2, nand2_1, a211oi_2",
worst_setup_path,cp-startpoint,"coin[0]",
pwr,intPower,289,uW
clock_network,clk_latency,230,ps
final_timing,fin_crit,1240,ps
clock_network,holdBufCountCts,0,
layout,ff_latch_area,81.3,um2
worst_setup_path,path_buffers,7,
worst_setup_path,cp_common_cell,"buf_4",
synth,yosys.stat.seqShare,35.0,%
drt,drtIter0Drc,7,
global_routing,grt_max_degree,8,
worst_setup_path,worstPathArrival,1390,ps
layout,stdcell_count,90,
pwr,ir_drop,0.573,mV
global_routing,grt_pass1_vias,257,
layout,largest_reg_flops,4,
clock_network,clockRootBuffer,"clkbuf_4",
outcome,status,"complete, no violations",
pwr,power_density,835,nW/um2
worst_setup_path,ff2ff_path_depth,4,
global_routing,top_usage_layer,"met1",
synth,syn_area_per_cell,8.81,um2
final_timing,rsz0062_at_grt,"no",
pwr,power,388,uW
hold_path,hold_class,"flip-flop to flip-flop",
job,warnings,27,
floorplanning,die_h,80,um
drt,drtPass1Iterations,4,
drt,wl_per_cell,7.40,um
floorplanning,die_area,6400,um2
worst_setup_path,critPathKind,"input pin to flip-flop",
synth,ys_ff,4,
final_timing,slew_violations,0,
layout,reg_top3,"state (4)",
placed_design,numPortBuffers,5,
pwr,p_comb_share,24.0,%
drt,drc_errors,0,
worst_setup_path,reg2reg_from,"state[3]$_DFF_P_",
global_routing,track_usage,2.04,%
clock_network,clkSinkCount,4,
layout,postLayoutCoreUtil,13.6,%
floorplanning,initCoreUtil,6.70,%
pwr,p_seq_share,36.5,%
worst_setup_path,crit_path_start_kind,"input pin",
layout,fin_area,464,um2
layout,fill_cells,392,
global_routing,grt_pass1_wl,1.07,mm
pwr,p_sw,98.8,uW
floorplanning,core_area,3420,um2
job,drv_cap,0,
synth,ys_cells,26,
global_routing,grt_overflow,0,
worst_setup_path,crit_cells,10,
final_timing,fin_crit_sh,95.7,%
synth,synth_cell_types,14,
floorplanning,fp.dieW,80,um
layout,syn2layout_area_growth,103,%
drt,viasPerCell,2.91,
worst_setup_path,critPathTopFamily,"buffers and inverters",
worst_setup_path,cp_max_fo,3,
global_routing,antenna_found_initial,0,
final_timing,tightest_slew,290,ps
layout,multiInputGateArea,179,um2
worst_setup_path,cp-endpoint,"state[3]$_DFF_P_",
drt,postRouteAntennaNets,0,
final_timing,clock.fmax,804,MHz
drt,antenna_cells,0,
drt,vias,262,
global_routing,grt.met1_usage,2.79,%
clock_network,cts_tree,"done",
final_timing,setup_viol,0,
clock_network,cts_buffer_depth,2,
worst_setup_path,worstSetupEndpointType,"flip-flop",
floorplanning,ios,6,
placed_design,hpwlAfterDp,434,um
worst_setup_path,crit_slowest_cell,"a211oi_2",
final_timing,hold_ws,532,ps
pwr,switching_share,25.5,%
synth,yosysWarnings,1,
clock_network,numCtsBuffers,3,
global_routing,grt_util_met3,1.14,%
==> cells in the final DEF (no fill, tap or decap) <==
| cell type | netlist | routed |
|---|---|---|
| a211oi_2 | 0 | 1 |
| a221oi_2 | 1 | 3 |
| a22oi_1 | 1 | 1 |
| and2_4 | 0 | 1 |
| buf_2 | 0 | 2 |
| buf_4 | 0 | 10 |
| clkbuf_2 | 0 | 1 |
| clkbuf_4 | 0 | 3 |
| clkdlybuf4s50_1 | 0 | 1 |
| dfxtp_1 | 4 | 3 |
| dfxtp_2 | 0 | 1 |
| dlygate4sd2_1 | 0 | 1 |
| ha_1 | 3 | 1 |
| ha_4 | 0 | 2 |
| inv_1 | 4 | 2 |
| inv_2 | 0 | 2 |
| nand2_1 | 3 | 3 |
| nor2_1 | 1 | 1 |
| nor2_2 | 1 | 1 |
| nor2b_1 | 1 | 1 |
| nor3_1 | 1 | 1 |
| o21ai_0 | 2 | 1 |
| o21ai_1 | 0 | 1 |
==> cell type report <==
| cell class | count | area share [%] |
|---|---|---|
| repair buffers | 15 | 23.5 |
| well taps | 46 | 12.4 |
| inverters | 4 | 3.23 |
| flip-flops and latches | 4 | 17.5 |
| clock buffers | 3 | 4.85 |
| multi-input cells | 18 | 38.5 |
==> synthesized netlist by cell type (all sizes together) <==
cell type  number  area [um2]
a22oi           1        7.51
a221oi          3        32.5
inv             4        15.0
nor2b           1        6.26
and2            1        6.26
dfxtp           4        80.1
nand2           3        11.3
nor2            2        10.0
o21ai           2        10.0
ha              3        37.5
a211oi          1        7.51
nor3            1        5.00
==> power groups by stage <==
stage	clock (uW)	combinational [uW]	sequential, uW
final	153	93.1	142
after CTS	157	82.2	140
after global routing	166	102	143
==> metrics by stage <==
stage	setup TNS [ps]	setup slack (ps)
finish	0	56.1
global placement	-2450	-673
floorplan	0	286
CTS	0	0.563
global route	0	4.46
detailed placement	-2560	-665
==> worst min-delay path by stage <==
stage	to	slack, ps	startpoint	depth (start not counted)
4_1_cts	state[0]$_DFF_P_	520	state[0]$_DFF_P_	2
5_1_grt	state[1]$_DFF_P_	560	state[2]$_DFF_P_	2
6_report	state[0]$_DFF_P_	530	state[0]$_DFF_P_	2
==> kinds of logic after synthesis <==
kind of cell	after synthesis	synth area share [%]
fa+ha+maj	3	16.4
buf+inv	4	6.56
flops	4	35.0
compound gates	7	25.1
simple gates	8	16.9
==> worst reg2reg max path, cell delays in order, from the launching register on <==
cell,delay (ps)
dfxtp_2,320
buf_4,130
buf_4,130
a221oi_2,270
a211oi_2,50
==> timing repair <==
item / in CTS / in global routing
resized: 17 / 7
pin swaps: 2 / 2
setup endpoints to repair: 6 / 5
setup buffers: 5 / 0
==> metal layers <==
metal  up-vias  wire, um
li1        128         -
met1       123       362
met2         9       250
met3         2        26
met4         0        27
met5         -         0
Power and IR drop assume default switching activity.
