--- flow/config.mk ---
export PLATFORM = sky130hd
export DESIGN_NAME = traffic_light
export DESIGN_NICKNAME = traffic_light
export VERILOG_FILES = /design/flow/design.v
export SDC_FILE = /design/flow/constraint.sdc
export NUM_CORES = 4
export LEC_CHECK = 1
export CORE_AREA = 10 10 70 70
export DIE_AREA = 0 0 80 80
--- flow/run.sh ---
#!/bin/bash
# OpenROAD 26Q1-2900-gdf79404cd8, Yosys 0.63+post, stock flow scripts
make -C /OpenROAD-flow-scripts/flow DESIGN_CONFIG=/design/flow/config.mk WORK_HOME=/design/flow/orfs finish
--- flow/design.v ---
module traffic_light(
    input  wire clk,
    input  wire rst,  
    input  wire tick,  
    output reg  ns_g,
    output reg  ns_y,
    output reg  ns_r,
    output reg  ew_g,
    output reg  ew_y,
    output reg  ew_r
);
localparam S_NS_G = 2'd0;
localparam S_NS_Y = 2'd1;
localparam S_EW_G = 2'd2;
localparam S_EW_Y = 2'd3;
reg [1:0] state, next_state;
reg [3:0] tick_cnt;
always @(*) begin
    next_state = state;
    case (state)
        S_NS_G: if (tick && tick_cnt == 4) next_state = S_NS_Y; 
        S_NS_Y: if (tick && tick_cnt == 1) next_state = S_EW_G; 
        S_EW_G: if (tick && tick_cnt == 4) next_state = S_EW_Y; 
        S_EW_Y: if (tick && tick_cnt == 1) next_state = S_NS_G; 
        default: next_state = S_NS_G;
    endcase
end
always @(posedge clk) begin
    if (rst) begin
        state    <= S_NS_G;
        tick_cnt <= 0;
    end else begin
        if (tick) begin
            if (next_state != state) begin
                state    <= next_state;
                tick_cnt <= 0;          
            end else begin
                tick_cnt <= tick_cnt + 1; 
            end
        end
    end
end
always @(*) begin
    ns_g = 0; ns_y = 0; ns_r = 0;
    ew_g = 0; ew_y = 0; ew_r = 0;
    case (state)
        S_NS_G: begin
            ns_g = 1;      
            ew_r = 1;     
        end
        S_NS_Y: begin
            ns_y = 1;     
            ew_r = 1;    
        end
        S_EW_G: begin
            ew_g = 1;     
            ns_r = 1;     
        end
        S_EW_Y: begin
            ew_y = 1;   
            ns_r = 1;    
        end
        default: begin
            ns_r = 1;
            ew_r = 1;
        end
    endcase
end
endmodule
--- flow/constraint.sdc ---
current_design traffic_light

set clk_period 1.7
set clk_io_pct 0.2

create_clock -name clk0 -period $clk_period [get_ports {clk}]

set non_clock_inputs [all_inputs -no_clocks]
set_input_delay [expr $clk_period * $clk_io_pct] -clock clk0 $non_clock_inputs
set_output_delay [expr $clk_period * $clk_io_pct] -clock clk0 [all_outputs]
==> Changelog: implementation <==
### Metrics

- Slew @ Worst Pin: 0.402 ns
- Fillers: 398
- Vias in the first global route: 287
- GR Util met2: 2.73%
- Hold Vio Cnt, Final: 0
- Worst stage delay on the critical path: 0.49 ns
- Yosys stat area: 314 um2
- Switching part of the total: 23.6%
- Max Freq: 626 MHz
- Most frequent cells after synthesis: 6 x dfxtp_1, 5 x inv_1, 5 x nor2_1, 4 x nor3_1, 3 x ha_1
- I/O Buffers: 8
- Reg-to-reg critical path startpoint: tick_cnt[0]$_SDFFE_PP0P_
- Seq/Total Area, Yosys: 38.2%
- Global-route wire length before repair: 1260 um
- CTS Buffer Depth: 2
- Final core occ: 14.1%
- Total power: 320 uW
- Synth async-reset ratio: 0%
- Cts repair resizes: 0
- Leak: 0.168 nW
- Syn Std Cell Area: 314 um2
- Post-DP HPWL: 586 um
- Ys cells: 37
- Total clock sinks: 6
- Comb power frac: 10.7%
- Syn_area_per_cell: 8.49 um2
- CP Data Arrival Time: 1.26 ns
- H-tree levels: 1
- Number of core rows: 21
- Part of the power in registers: 48.1%
- Antenna Diode Count: 0
- Gr ovfl total: 0
- DIE AREA: 0.00640 mm2
- Hold slack: 0.522 ns
- Fp_density: 9.19%
- Biggest area consumer among synthesized cells: dfxtp_1
- 1st-pass router iterations: 4
- Crit path kind: register to output pin
- Warnings from Yosys: 1
- Share of layout cells above drive strength 1: 12.5%
- OpenROAD warnings: 27
- CP cell instances: inv_1, nor2_1, clkdlybuf4s50_1
- Clk_skew: 0.00377 ns
- GR met1 Demand/Resource: 3.40%
- Crit-path slowest cell: clkdlybuf4s50_1
- Post-Synthesis Cells: 37
- CTS root buf: clkbuf_4
- Routability cong.: 0.732
- Unique masters post-synth: 17
- Maximum number of pins on one net before global-route repair: 7
- CP Max Fanout: 6
- Hold-fix buffers, CTS: 0
- CTS tree: done
- TritonCTS Buffers: 3
- Worst vdd ir: 0.322 mV
- Detailed Route WL: 730 um
- Post-route DRC: 0
- Status: finished, final reports clean
- Switching power: 75.6 uW
- Tcrit/Tclk final: 94.0%
- Internal power: 244 uW
- Iter 0 DRT Violations: 13
- Crit path required time: 1.36 ns
- Delay-heaviest family, CP: buffers and inverters
- Core area: 0.00342 mm2
- DIE HEIGHT: 80 um
- Post-route worst setup slack: 0.102 ns
- Area Overhead vs Synth: 53.0%
- Via density: 3.07
- Final TNS setup: 0 ns
- Total Routing Usage GR: 2.46%
- Post-CTS Setup Inserts: 0
- Initial antenna violation count: 0
- Max transition margin: 73.1%
- Registers, synthesis: 6
- Die Wd: 80 um
- I/O Pins: 9
- Most numerous cell in the Yosys netlist: dfxtp_1
- Min-delay worst type: register to register
- Final slew viol count: 0
- Most common reg cell: dfxtp_1
- Post-synth EDFFs: 0
- CP endpoint kind: output pin
- Max-cap violations: 0
- Clock Power Share: 41.3%
- Routed WL per cell: 7.77 um
- Minimum clock period: 1.60 ns
- Top area cell types: dfxtp_1 38%, ha_1 12%, nor3_1 6.4%
- Busiest grt layer: met1
- Vias: 289
- Worst Setup Start Kind: register
- Placement Setup Slack: 0.105 ns
- Power density over the cells: 666 mW/mm2
- Setup crit start: state[1]$_SDFFE_PP0P_
- Buf+Inv Stages, Crit Path: 2
- Worst skew pair latency: 0.25 ns
- Unrepaired setup endpoints after global routing: false
- Clock slew at reported path FFs: 0.04 ns
- Met3 usage: 2.39%
- Final setup viols: 0
- Top-area cell share: 38.2%
- Antenna Violating Nets Remaining: 0
- Hold_sp: state[1]$_SDFFE_PP0P_
worst register-to-register path, cell delays in order, from the launching register on:
cell and delay, ns:
dfxtp_1 0.41, ha_1 0.17, inv_1 0.06, o21bai_1 0.35
nor3_1 0.11
cell families (layout without fill, tap and decap cells):
| kind of cell | count (synthesis) | in the layout | share of synthesized area [%] |
|---|---|---|---|
| AND/OR/NAND/NOR | 14 | 14 | 23.9 |
| flip-flops | 6 | 6 | 38.2 |
| buffers and inverters | 6 | 17 | 7.17 |
| AND-OR/OR-AND | 4 | 4 | 7.17 |
| adder cells (fa/ha/maj) | 3 | 3 | 12.0 |
| XOR/XNOR | 3 | 3 | 8.37 |
| multiplexers | 1 | 1 | 3.19 |
per-layer routing:
| layer | part of all wire [%] | up-vias | routed length [um] |
|---|---|---|---|
| met4 | 0 | 0 | 0 |
| li1 | - | 146 | - |
| met3 | 20 | 0 | 146 |
| met2 | 28 | 12 | 204 |
| met1 | 52 | 131 | 380 |
| met5 | 0 | - | 0 |
state kept, by name (all words and copies together) (netlist names):
name / flops
tick_cnt: 4
state: 2
layout make-up:
class	count	area [um2]	area share, %
timing repair buffer	9	87.6	18.2
multi-input combinational	25	171	35.7
sequential	6	123	25.5
inverter	5	18.8	3.91
clock buffer	3	22.5	4.69
tap	46	57.6	12.0
stage by stage:
step / std cells / instance area (um2)
floorplan: 37 / 314
global placement: 91 / 455
detailed placement: 91 / 455
CTS: 94 / 478
global route: 94 / 480
finish: 94 / 480
placed cells by master (no fill, tap or decap):
master	instances
inv_1	5
nor2_1	5
mux2i_1	1
o21bai_1	1
or3_1	1
nand2_1	1
nand4bb_1	1
nor3_1	4
nand4_1	1
dfxtp_2	2
clkbuf_4	3
dfxtp_1	4
a21oi_1	2
xnor2_1	1
ha_1	3
buf_4	1
nand4b_1	1
o21ai_0	1
clkdlybuf4s50_1	8
xor2_1	2
power groups by stage:
stage / logic, mW / registers (mW) / clock network, mW
CTS: 0.0345 / 0.154 / 0.134
global route: 0.0415 / 0.155 / 0.143
finish: 0.0341 / 0.154 / 0.132
final timing paths:
path	end	slack, ns	cells after the start
max	ew_y	0.10	3
min	state[1]$_SDFFE_PP0P_	0.52	2
max reg2reg	tick_cnt[2]$_SDFFE_PP0P_	0.47	4
min reg2reg	state[1]$_SDFFE_PP0P_	0.52	2
Power and IR drop assume default switching activity.
