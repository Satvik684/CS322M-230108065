**config.mk**
```make
export PLATFORM = sky130hd
export DESIGN_NAME = link_top
export DESIGN_NICKNAME = link_top
export VERILOG_FILES = /design/flow/design.v
export SDC_FILE = /design/flow/constraint.sdc
export NUM_CORES = 4
export LEC_CHECK = 1
export CORE_AREA = 10 10 82 82
export DIE_AREA = 0 0 92 92
```
**run.sh**
```bash
#!/bin/bash
# OpenROAD 26Q1-2900-gdf79404cd8, Yosys 0.63+post, stock flow scripts
make -C /OpenROAD-flow-scripts/flow DESIGN_CONFIG=/design/flow/config.mk WORK_HOME=/design/flow/orfs finish
```
**constraint.sdc**
```tcl
current_design link_top

set clk_period 1.5
set clk_io_pct 0.2

create_clock -name clk0 -period $clk_period [get_ports {clk}]

set non_clock_inputs [all_inputs -no_clocks]
set_input_delay [expr $clk_period * $clk_io_pct] -clock clk0 $non_clock_inputs
set_output_delay [expr $clk_period * $clk_io_pct] -clock clk0 [all_outputs]
```
**design.v**
```verilog
module link_top(
    input wire clk,
    input wire rst,
    output wire done,
    output wire [7:0] last_byte
);
    wire req, ack;
    wire [7:0] data;
    master_fsm u_master(
        .clk(clk),
        .rst(rst),
        .ack(ack),
        .req(req),
        .data(data),
        .done(done)
    );
    slave_fsm u_slave(
        .clk(clk),
        .rst(rst),
        .req(req),
        .data_in(data),
        .ack(ack),
        .last_byte(last_byte)
    );
endmodule
module master_fsm(
    input wire clk,
    input wire rst,
    input wire ack,
    output reg req,
    output reg [7:0] data,
    output reg done
);
    localparam IDLE = 3'd0;
    localparam SEND = 3'd1;
    localparam WAIT_ACK = 3'd2;
    localparam DROP_REQ = 3'd3;
    localparam WAIT_ACK_LOW = 3'd4;
    localparam NEXTB = 3'd5;
    localparam DONE = 3'd6;
    reg [2:0] state;
    reg [1:0] idx;
    always @(posedge clk) begin
        if (rst) begin
            state <= IDLE;
            idx <= 0;
            req <= 0;
            data <= 8'h00;
            done <= 0;
        end else begin
            done <= 0;
            case (state)
                IDLE: begin
                    idx <= 0;
                    req <= 0;
                    state <= SEND;
                end
                SEND: begin
                    data <= 8'hA0 + idx;
                    req <= 1;
                    state <= WAIT_ACK;
                end
                WAIT_ACK: begin
                    if (ack) state <= DROP_REQ;
                end
                DROP_REQ: begin
                    req <= 0;
                    state <= WAIT_ACK_LOW;
                end
                WAIT_ACK_LOW: begin
                    if (!ack) state <= NEXTB;
                end
                NEXTB: begin
                    if (idx == 2'd3) begin
                        done <= 1;
                        state <= DONE;
                    end else begin
                        idx <= idx + 1;
                        state <= SEND;
                    end
                end
                DONE: begin
                    state <= IDLE;
                end
                default: state <= IDLE;
            endcase
        end
    end
endmodule
module slave_fsm(
    input wire clk,
    input wire rst,
    input wire req,
    input wire [7:0] data_in,
    output reg ack,
    output reg [7:0] last_byte
);
    localparam WAIT_REQ = 2'd0;
    localparam ACK1 = 2'd1;
    localparam ACK2 = 2'd2;
    localparam DROP_ACK = 2'd3;
    reg [1:0] state;
    always @(posedge clk) begin
        if (rst) begin
            state <= WAIT_REQ;
            ack <= 0;
            last_byte <= 8'h00;
        end else begin
            case (state)
                WAIT_REQ: begin
                    ack <= 0;
                    if (req) begin
                        last_byte <= data_in;
                        ack <= 1;
                        state <= ACK1;
                    end
                end
                ACK1: begin
                    ack <= 1;
                    state <= ACK2;
                end
                ACK2: begin
                    ack <= 1;
                    state <= DROP_ACK;
                end
                DROP_ACK: begin
                    ack <= 0;
                    state <= WAIT_REQ;
                end
                default: state <= WAIT_REQ;
            endcase
        end
    end
endmodule
```
==> metrics.cfg <==
[status]
outcome = completed

[setup_path]
max_stage_delay_ns = 0.47
path_class = reg2out
path_buffers = 1
r2r-start = u_master.idx[0]$_SDFFE_PP0P_
rrSetupSlack_ns = 0.25
critPathCaptureType = primary output
cp.depth = 1
required_ns = 1.20
path_delay_family = buffers and inverters
rr_worst_depth = 3
cp_cell_sequence = clkdlybuf4s50_1
worstPathArrival_ns = 1.06
crit_path_top_delay_cell = clkdlybuf4s50_1
start_kind = register
crit_fanout = 3
r2r-end = u_master.idx[0]$_SDFFE_PP0P_

[timing]
hold_viol = 0
final_max_slew_viol_count = 0
fin_setup_tns_ns = 0
period_needed_ns = 1.360
setup_violations = 0
skew_ns = 0.001966
grt_setup_unrepaired = false
clock.fmax_mhz = 735.3
period_used_share = 0.9066

[floorplanning]
core_area_mm2 = 0.005075
fp_util = 0.1625
pin_count = 11
die-area_mm2 = 0.008464
die_y_um = 92
rows = 26
die_w_um = 92

[placed_design]
hpwl_um = 932.9
gp_congestion = 0.7478
port_buffers = 6

[logic_synthesis]
ys_area_um2 = 824.5
avgSynthCellArea_um2 = 9.934
synthesis.area_um2 = 824.5
ys_ff = 22
ys_cells = 83
postSynthSeqShare = 0.5341
postSynthCellCount = 83
yosys_warnings = 2
ys_types = 26

[cts]
cts_resized = 0
cts.clk_slew.worst_paths_ns = 0.07
insertion_delay_ns = 0.25
cts_made_buffers = 3
ctsHtreeMaxLevel = 1
clkSinkCount = 22
cts_hold_buffers = 0
cts_tree = done
cts_root_buffer = clkbuf_8
clockBufferDepth = 2
cts_setup_buffers = 0

[route]
first_pass_iters = 4
route.vias.total = 521
routed_wl_mm = 1.284
antenna_cells_inserted = 0
drc = 0
post_drt_wl_per_cell_um = 8.127
drtIter0Drc = 37
viasPerCell = 3.297
antenna_left = 0

[global_routing]
grt_pass1_wl_mm = 2.145
antenna_found_initial = 0
grt_pass1_vias = 494
grt-ovfl-total = 0
grt.total_usage = 0.02997
grt_max_degree = 20

[layout]
syn_to_final_growth_pct = 19.42
drive_gt1_frac = 0.1136
final_cell_mix = 22 x dfxtp_1, 10 x nor2_1, 7 x a21oi_1
lay_top_count = dfxtp_1

[min_path]
hp-class = reg2reg
hold-path-cell-count = 1
holdPathEnd = u_master.state[0]$_DFF_P_
holdCritStartpoint = u_master.state[3]$_DFF_P_

[flow_run]
warning_count = 26
drv_cap = 0

[power_and_ir_drop]
power_density_mw_per_mm2 = 1004
ir_drop_v = 0.0002968
p_leak_nw = 0.3839
finalPower_mw = 0.9891

==> state kept, by name, indices dropped and copies added (netlist names) <==
name               count
u_slave.state          4
u_master.data          3
u_master.idx           2
u_slave.last_byte      3
u_master.done          1
u_slave.ack            1
u_master.state         7
u_master.req           1
==> per-stage QoR <==
step	util	worst slack [ns]	instances	cell area (um^2)	hold slack (ns)
global placement	0.1859	0.1657	155	943.4	0.3922
global route	0.1940	0.09181	158	984.7	0.4250
floorplan	-	0.3239	86	835.8	0.3895
CTS	0.1940	0.1215	158	984.7	0.4123
detailed placement	0.1859	0.1482	155	943.4	0.3941
finish	0.1940	0.1401	158	984.7	0.4095
==> cell usage after synthesis <==
library cell / n / area, um^2
o31ai_1: 1 / 7.510
a21oi_1: 7 / 35.03
ha_1: 2 / 25.02
or4b_1: 1 / 10.01
o21ai_0: 1 / 5.000
inv_1: 4 / 15.01
nand4bb_1: 1 / 11.26
nor2b_1: 3 / 18.77
buf_2: 2 / 10.01
dfxtp_1: 22 / 440.4
and3b_1: 2 / 17.52
nor2_1: 10 / 37.54
clkbuf_1: 2 / 7.510
conb_1: 1 / 3.750
nor4_1: 1 / 6.260
nand3_1: 3 / 15.01
o41ai_2: 1 / 16.27
nand2b_1: 3 / 18.77
nor3b_1: 1 / 7.510
nand2_1: 2 / 7.510
a21bo_2: 3 / 30.03
mux2i_1: 2 / 20.02
or2_2: 1 / 6.260
or2b_1: 1 / 7.510
and2b_1: 1 / 7.510
buf_4: 5 / 37.54
==> worst max path at each step <==
stage,start,endpoint,slack [ns]
final,u_slave.last_byte[5]$_SDFFE_PP0P_,last_byte[5],0.14
after global routing,u_slave.last_byte[0]$_SDFFE_PP0P_,last_byte[0],0.09
after CTS,u_slave.last_byte[0]$_SDFFE_PP0P_,last_byte[0],0.12
==> logic make-up after synthesis <==
| kind of cell | synth area share |
|---|---|
| compound gates | 0.1138 |
| fa+ha+maj | 0.03034 |
| buf+inv | 0.08498 |
| flops | 0.5341 |
| mux | 0.02428 |
| other cells | 0.004548 |
| simple gates | 0.2079 |
==> cell type report <==
cell class | count | area, um^2
Sequential cell | 22 | 440.4
Tap cell | 70 | 87.58
Timing Repair Buffer | 8 | 75.07
Clock buffer | 3 | 41.29
Multi-Input combinational cell | 51 | 325.3
Inverter | 4 | 15.01
Fill cell | 567 | 4090
==> where the power goes <==
part / leakage, nW / total, mW / internal, mW / switching, mW
combinational: 0.184 / 0.0344 / 0.0174 / 0.0169
clock: 0.0216 / 0.346 / 0.179 / 0.168
sequential: 0.179 / 0.608 / 0.596 / 0.0126
==> per-layer routing <==
layer,global-route usage,vias to the layer above,part of all wire
li1,-,276,-
met1,0.03636,234,0.50
met2,0.04353,9,0.39
met3,0.01812,2,0.087
met4,0.008997,0,0.018
met5,0,-,0
Power is estimated from default activity; no workload was simulated.
